--- /design/flow/design.v ---
module receiver (
    input clk,
    input rstn,
    output reg ready,
    output reg [6:0] data_out,
    output reg parity_ok_n,
    input serial_in
);
localparam IDLE               = 3'b000;  
localparam START_BIT_DETECTED = 3'b001;  
localparam RECEIVE_DATA       = 3'b010;  
localparam RECEIVE_PARITY     = 3'b011;  
localparam RECEIVE_STOP       = 3'b100;  
localparam DATA_VALID         = 3'b101;  
reg [2:0] current_state;  
reg [2:0] next_state;     
reg [2:0] bit_counter;    
reg [6:0] received_data;  
reg received_parity_bit;  
reg [7:0] received_8_bits;  
always @(*) begin
    next_state = current_state;  
    case (current_state)
        IDLE: begin
            if (serial_in == 1'b0) begin  
                next_state = START_BIT_DETECTED;
            end
        end
        START_BIT_DETECTED: begin
            next_state = RECEIVE_DATA;  
        end
        RECEIVE_DATA: begin
            if (bit_counter == 6) begin  
                next_state = RECEIVE_PARITY;  
            end else begin
                next_state = RECEIVE_DATA;  
            end
        end
        RECEIVE_PARITY: begin
            next_state = RECEIVE_STOP;  
        end
        RECEIVE_STOP: begin
            next_state = DATA_VALID;  
        end
        DATA_VALID: begin
            if (serial_in == 1'b1) begin  
                next_state = IDLE;  
            end else begin
                next_state = DATA_VALID;  
            end
        end
        default: next_state = IDLE;  
    endcase
end
always @(posedge clk or negedge rstn) begin
    if (!rstn) begin  
        current_state <= IDLE;                
        ready         <= 1'b0;                
        data_out      <= 7'b0;                
        parity_ok_n   <= 1'b1;                
        bit_counter   <= 0;                   
        received_data <= 7'b0;                
        received_parity_bit <= 1'b0;          
        received_8_bits <= 8'b0;              
    end else begin
        current_state <= next_state;          
        ready <= 1'b0;  
        case (next_state)
            IDLE: begin
                bit_counter <= 0;             
                received_data <= 7'b0;        
                received_parity_bit <= 1'b0;  
                parity_ok_n <= 1'b1;          
            end
            START_BIT_DETECTED: begin
            end
            RECEIVE_DATA: begin
                received_data[bit_counter] <= serial_in;  
                bit_counter <= bit_counter + 1;          
            end
            RECEIVE_PARITY: begin
                received_parity_bit <= serial_in;  
            end
            RECEIVE_STOP: begin
            end
            DATA_VALID: begin
                ready <= 1'b1;  
                data_out <= received_data;  
                received_8_bits = {received_parity_bit, received_data};
                if (^received_8_bits == 1'b0) begin
                    parity_ok_n <= 1'b0;  
                end else begin
                    parity_ok_n <= 1'b1;  
                end
            end
            default: begin
            end
        endcase
    end
end
endmodule
--- /design/flow/run.sh ---
#!/bin/bash
# OpenROAD 26Q1-2900-gdf79404cd8, Yosys 0.63+post, stock flow scripts
make -C /OpenROAD-flow-scripts/flow DESIGN_CONFIG=/design/flow/config.mk WORK_HOME=/design/flow/orfs finish
--- /design/flow/config.mk ---
export PLATFORM = sky130hd
export DESIGN_NAME = receiver
export DESIGN_NICKNAME = receiver
export VERILOG_FILES = /design/flow/design.v
export SDC_FILE = /design/flow/constraint.sdc
export NUM_CORES = 4
export LEC_CHECK = 1
export CORE_UTILIZATION = 30
--- /design/flow/constraint.sdc ---
current_design receiver

set clk_period 4.4
set clk_io_pct 0.2

create_clock -name clk0 -period $clk_period [get_ports {clk}]

set non_clock_inputs [all_inputs -no_clocks]
set_input_delay [expr $clk_period * $clk_io_pct] -clock clk0 $non_clock_inputs
set_output_delay [expr $clk_period * $clk_io_pct] -clock clk0 [all_outputs]
==> job_summary.md <==
## PnR job results

| Metric | Value |
|---|---|
| Setup Crit Path Kind | `input port to flop` |
| Fill count | `between 400 and 500` |
| Seq. cell area | `653.1 um^2` |
| VDD IR max | `approximately 0.00016 V` |
| Post-synth EDFFs | `0` |
| Routability cong. | `0.9164` |
| Tot GR Track Use | `11.30%` |
| Cts bufs inserted | `3` |
| Row cnt | `24` |
| ANT cells | `0` |
| Number of global-route vias before repair | `roughly 900` |
| Worst Hold Launch | `current_state[3]$_DFF_PN0_` |
| Worst Path Arrival | `about 2.6 ns` |
| Final hold vios | `0` |
| Worst slew pin tran | `0.5882 ns` |
| Cells in synth_stat.txt | `roughly 130` |
| Syn Area/Cell | `10.84 um^2` |
| CP Launch Point | `serial_in` |
| Mapped cell area | `1366 um^2` |
| Setup bufs post-CTS | `0` |
| MI comb area | `653.1 um^2` |
| Clk latency late pin | `0.27 ns` |
| Dominant flop cell | `dfrtp_1` |
| Crit path time final | `2.454 ns` |
| Maximum number of pins on one net before global-route repair | `27` |
| Seq share, synth | `between 40 and 50%` |
| Post-DRT Antenna Nets | `0` |
| Clock Skews | `0.005319 ns` |
| IO Port Bufs | `11` |
| Grt total ovfl | `0` |
| Critical path required time | `4.55 ns` |
| Kind of end point of the critical path | `flop` |
| H-tree Lvls | `1` |
| Global-route wire length before repair | `4.360 mm` |
| Cell Chain, Critical Path | `clkdlybuf4s50_1, nor2b_1, nand2b_1, nand3_2, mux2_2` |
| Io pins | `12` |
| Wire per inst | `13.47 um` |
| Fraction of registers with async set/reset | `100.0%` |
| Worst Path Max Fanout | `8` |
| Hpwl dp | `around 1.9 mm` |
| Hold buffers post-CTS | `0` |
| Worst hold path type | `flop to flop` |
| Tot Pwr | `0.4384 mW` |
| Worst hold slack | `0.4876 ns` |
| Distinct lib cells | `41` |
| Synth Warn # | `1` |
| Cycle use final | `55.77%` |
| Mapped Cells | `between 100 and 150` |
| Top-count cell post-synth | `dfrtp_1` |
| Core Area | `4354 um^2` |
| CTS Sinks | `26` |
| Fin Setup TNS | `0 ns` |
| Die Wd | `69.49 um` |
| Clock slew at reported path FFs | `0.09 ns` |
| # placed instances | `186` |
| Final Instance Count excl. Fillers | `190` |
| # DRC | `0` |
| 1st-pass router iterations | `4` |
| Outcome | `complete, no violations` |
| Yosys top cell area share | `43.96%` |
| Vias per inst | `about 5.2` |
| Pleak | `0.7325 nW` |
| Fmax | `407.5 MHz` |
| Final core occ | `between 30 and 40%` |
| Initial antenna violation count | `0` |
| DR vias | `about 1000` |
| Clk root buf | `clkbuf_8` |
| CP startpoint kind | `input port` |
| Die Size | `around 4800 um^2` |
| Power Density | `approximately 270 nW/um^2` |
| YS chip area | `1366 um^2` |
| Init Core Util | `31.38%` |
| Crit-path slowest cell | `clkdlybuf4s50_1` |
| Layout cell share with drive strength beyond 1 | `14.49%` |
| RR Startpoint | `bit_counter[0]$_DFFE_PN0P_` |
| Rel. slew slack | `around 61%` |
| Log Warnings | `28` |
| Syn-to-layout area delta | `16.94%` |
| Post-synthesis register bit count | `26` |
| Max incr delay on CP | `0.50 ns` |
| Height of the die | `69.49 um` |
| Synth area leader | `dfrtp_1` |
| Final tally of max-slew violations | `0` |
| Iteration-0 DRC count of the detailed router | `26` |
| Max-cap check violation count | `0` |
| CP delay by family, top | `simple AND/OR/NAND/NOR gates` |
| CP Buf/Inv Count | `1` |
| Setup Viol. Count Final | `0` |
| # resized after CTS | `0` |
| Clock Path Buffers | `2` |
| CTS tree | `done` |
| RSZ-0062 raised after global routing | `no` |
| Final WL | `2.560 mm` |
| Synth cell count leaders | `24 x dfrtp_1, 10 x inv_1, 9 x nand2_1` |
| Top cells, area | `dfrtp_1 44%, mux2_2 5.8%, xnor2_1 5.1%` |
-- state kept, by name, summed over array words and instances (netlist names) --
register and cells:
bit_counter 3, current_state 6, data_out 7, parity_ok_n 1, ready 1, received_data 7, received_parity_bit 1
-- power by group --
group,internal (mW),switching (mW)
Clock,0.122,0.0705
Sequential,0.239,0
Combinational,0.00233,0.00521
-- cells by family (layout without fill, tap and decap cells) --
family	after synthesis	count (layout)	synth area share (%)
compound gates	29	29	16.03
xor+xnor	8	8	5.128
fa+ha+maj	4	4	3.663
buf+inv	14	26	4.396
flops	26	26	47.80
mux	8	8	6.502
simple gates	37	37	16.48
-- stage by stage --
stage | instance area (um^2) | worst slack [ns]
after floorplan | 1366 | 2.254
after global placement | 1526 | 1.709
after detailed placement | 1526 | 1.666
after CTS | 1598 | 1.939
after global routing | 1598 | 1.751
final | 1598 | 1.946
-- area by class of cell --
type	instances	share of cell area, %
Multi-Input combinational cell	86	40.88
Clock inverter	1	1.879
Inverter	10	2.349
Tap cell	52	4.072
Timing Repair Buffer	12	7.361
Clock buffer	3	2.584
Sequential cell	26	40.88
-- final timing paths --
path | endpoint | slack [ns] | depth (start not counted)
max in group asynchronous | current_state[0]$_DFF_PN1_ | 3.14 | 2
worst max register to register | received_data[4]$_DFFE_PN0P_ | 2.17 | 6
worst max-delay path | data_out[4]$_DFFE_PN0N_ | 1.95 | 5
worst min-delay path | current_state[2]$_DFF_PN0_ | 0.49 | 1
min in group asynchronous | data_out[5]$_DFFE_PN0N_ | 0.97 | 2
worst min register to register | current_state[2]$_DFF_PN0_ | 0.49 | 1
-- metal layers --
layer | vias to the layer above | global-route usage, % | routed length, um
met4 | 0 | 1.134 | 15
met1 | 477 | 17.58 | 1224
met3 | 2 | 3.540 | 159
met5 | - | 0 | 0
li1 | 480 | - | -
met2 | 26 | 16.50 | 1160
-- cell usage in the layout (no fill, tap or decap), types with 3 or more instances in the layout --
cell and count:
a211o_1 4, inv_1 10, xnor2_1 8, a21o_1 3
ha_1 4, nand2_1 9, a211oi_1 3, nor2_1 5
clkdlybuf4s50_1 11, clkbuf_8 3, a21oi_1 4, dfrtp_1 24
nand3_1 3, nor3_1 3, nor2b_1 4, mux2_2 7
Power is estimated from default activity; no workload was simulated.
