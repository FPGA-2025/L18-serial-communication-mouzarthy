$ cat design.v
module transmitter (
    input clk,
    input rstn,
    input start,
    input [6:0] data_in,
    output reg serial_out
);
localparam IDLE         = 3'b000;  
localparam START_BIT    = 3'b001;  
localparam DATA_BITS    = 3'b010;  
localparam PARITY_BIT   = 3'b011;  
localparam STOP_BIT     = 3'b100;  
localparam DONE         = 3'b101;  
reg [2:0] current_state;  
reg [2:0] next_state;     
reg [6:0] data_to_send;   
reg [2:0] bit_counter;    
reg parity_bit;
always @(*) begin
    next_state = current_state;  
    case (current_state)
        IDLE: begin
            if (start) begin
                next_state = START_BIT;  
            end
        end
        START_BIT: begin
            next_state = DATA_BITS;  
        end
        DATA_BITS: begin
            if (bit_counter == 6) begin  
                next_state = PARITY_BIT;  
            end else begin
                next_state = DATA_BITS;  
            end
        end
        PARITY_BIT: begin
            next_state = STOP_BIT;  
        end
        STOP_BIT: begin
            next_state = DONE;  
        end
        DONE: begin
            next_state = DONE;
        end
        default: next_state = IDLE;  
    endcase
end
always @(posedge clk or negedge rstn) begin
    if (!rstn) begin  
        current_state <= IDLE;          
        serial_out    <= 1'b1;          
        bit_counter   <= 0;             
        data_to_send  <= 7'b0;          
        parity_bit    <= 1'b0;          
    end else begin
        current_state <= next_state;    
        case (next_state)  
            IDLE: begin
                serial_out <= 1'b1;  
                if (start) begin
                    data_to_send <= data_in;  
                    bit_counter  <= 0;        
                    parity_bit = ^data_in;
                end
            end
            START_BIT: begin
                serial_out <= 1'b0;  
            end
            DATA_BITS: begin
                serial_out <= data_to_send[bit_counter];  
                bit_counter <= bit_counter + 1;          
            end
            PARITY_BIT: begin
                serial_out <= parity_bit;  
            end
            STOP_BIT: begin
                serial_out <= 1'b1;  
            end
            DONE: begin
                serial_out <= 1'b1;  
            end
            default: begin
                serial_out <= 1'b1;  
            end
        endcase
    end
end
endmodule
$ cat run.sh
#!/bin/bash
# OpenROAD 26Q1-2900-gdf79404cd8, Yosys 0.63+post, stock flow scripts
make -C /OpenROAD-flow-scripts/flow DESIGN_CONFIG=/design/flow/config.mk WORK_HOME=/design/flow/orfs finish
$ cat config.mk
export PLATFORM = sky130hd
export DESIGN_NAME = transmitter
export DESIGN_NICKNAME = transmitter
export VERILOG_FILES = /design/flow/design.v
export SDC_FILE = /design/flow/constraint.sdc
export NUM_CORES = 4
export LEC_CHECK = 1
export CORE_AREA = 10 10 88 88
export DIE_AREA = 0 0 98 98
$ cat constraint.sdc
current_design transmitter

set clk_period 3.5
set clk_io_pct 0.2

create_clock -name clk0 -period $clk_period [get_ports {clk}]

set non_clock_inputs [all_inputs -no_clocks]
set_input_delay [expr $clk_period * $clk_io_pct] -clock clk0 $non_clock_inputs
set_output_delay [expr $clk_period * $clk_io_pct] -clock clk0 [all_outputs]
==> qor.csv <==
stage,metric,value,unit
power_and_ir_drop,p_int,0.3458,mW
clocking,ctsResizeCount,0,
clocking,postCtsSetupRepairBufs,0,
power_and_ir_drop,comb_power_share,0.104,
synth,ys_ff,18,
synth,synth_warnings,1,
cells_and_area,area_growth_syn_to_layout,27.27,%
timing,max_freq,444.7,MHz
clocking,cts-root-buf,clkbuf_8,
grt,grt_pass1_wl,2.691,mm
timing,setup_viol,0,
power_and_ir_drop,power_leakage,0.4403,nW
synth,postSynthSeqShare,0.5308,
timing,period_used_share,0.6425,
timing,worst_hold_slack,0.4525,ns
synth,ys_chip_area,853.3,µm²
floorplanning,core,0.005921,mm²
synth,async_flop_share,1.000,
timing,finalHoldViolCount,0,
power_and_ir_drop,clockPowerShare,0.381,
synth,synth_cells,67,
power_and_ir_drop,vdd_drop_max,0.1652,mV
clocking,clk_pin_slew,0.07,ns
grt,grt_max_degree,19,
detailed_routing,initialDrtViolationCount,25,
worst_setup_path,criticalPathCategory,input pin to flop,
worst_setup_path,start_kind,input pin,
timing,worst_slew_pin_slew,0.7960,ns
grt,grt_antenna_before_repair,0,
power_and_ir_drop,seqPwrFrac,0.515,
worst_setup_path,worstSetupStartpoint,start,
cells_and_area,stdcell_count,154,
synth,ff_type,dfrtp_1,
run_status,outcome,finished clean,
detailed_routing,drc,0,
grt,grt_overflow,0,
synth,synthesis.area,853.3,µm²
worst_setup_path,worstPathRequired,3.64,ns
detailed_routing,wl_per_cell,10.30,µm
timing,finClkSkew,0.002873,ns
worst_setup_path,cp-end-kind,flop,
detailed_routing,antenna_cells,0,
floorplanning,io_pins,11,
floorplanning,dieHeight,98,µm
worst_hold_path,hold_class,flop to flop,
synth,netlist.area_leader.share,0.4692,
clocking,cts_hold_buf,0,
clocking,cts_sinks,18,
floorplanning,die_w,98,µm
timing,slew_viol_final,0,
synth,synth.area.top_cells,"dfrtp_1 47%, mux2_2 9.2%, dfstp_2 6.2%",
detailed_routing,vias,539,
detailed_routing,route.final.wire_length,1.586,mm
power_and_ir_drop,power,0.4369,mW
worst_setup_path,crit_arrival,2.39,ns
timing,tns,0,ns
grt,grt_pass1_vias,540,
clocking,cts_tree,yes,
placed_design,gp_congestion,0.7409,
floorplanning,fp-utilization,0.1441,
floorplanning,chipArea,0.009604,mm²
job,cap_violations,0,
grt,grtUsageTotal,0.03341,
timing,rsz0062_at_grt,false,
floorplanning,row_count,28,
synth,top_area_cell,dfrtp_1,
cells_and_area,drive_gt1_frac,0.2152,
clocking,cts_buffer_depth,2,
synth,ys_cells,67,
timing,fin_crit,2.249,ns
synth,synth-edff-count,0,
power_and_ir_drop,p_per_area,402.2,mW/mm²
worst_hold_path,hp-start,current_state[3]$_DFF_PN0_,
clocking,numCtsBuffers,3,
worst_setup_path,reg2reg_from,bit_counter[0]$_DFFE_PN0P_,
clocking,htree_levels,1,
clocking,clk_latency,0.25,ns
power_and_ir_drop,switching_power,0.09102,mW
job,warning_count,26,
power_and_ir_drop,p_sw_frac,0.2084,
placed_design,port_buffers,10,
placed_design,dp_hpwl,1.218,mm
timing,slew_headroom,0.4676,
detailed_routing,routed_via_density,3.500,
worst_setup_path,cp_max_fo,12,
placed_design,placedCellCount,150,
detailed_routing,first_pass_iters,4,
synth,syn_area_per_cell,12.74,µm²
synth,ys_types,29,
detailed_routing,ant_nets,0,
power groups by stage:
stage,logic (mW),registers [mW],clock network (mW)
4_1_cts,0.0462,0.225,0.170
5_1_grt,0.0507,0.227,0.177
6_report,0.0453,0.225,0.167
synth_stat cells (2+ instances only):
| master | number |
|---|---|
| nor2_1 | 3 |
| xnor2_1 | 5 |
| ha_1 | 2 |
| a21o_1 | 2 |
| o21ai_0 | 3 |
| nand2b_1 | 2 |
| nand2_1 | 3 |
| mux2_2 | 7 |
| dfrtp_1 | 16 |
| dfstp_2 | 2 |
| inv_1 | 2 |
| nand3_1 | 3 |
per-stage QoR:
stage	util	worst slack, ns	cell area, µm²
2_1_floorplan	-	1.706	853.3
3_3_place_gp	0.1741	0.9854	1031
3_5_place_dp	0.1741	0.9584	1031
4_1_cts	0.1834	1.213	1086
5_1_grt	0.1834	1.094	1086
6_report	0.1834	1.251	1086
cell families (layout without fill, tap and decap cells):
logic type,count (synthesis),after routing,synth area share
AOI/OAI and AO/OA,12,12,0.1202
DFF,18,18,0.5308
buffers and inverters,4,16,0.02786
and+or+nand+nor,16,16,0.09972
xor gates and xnor gates,6,6,0.06158
adders and majority gates,2,2,0.02932
muxes,9,9,0.1305
critical path: stages:
cell and delay (ns):
clkdlybuf4s50_1 0.50, a2111oi_4 0.33, nand3_1 0.43, mux2_2 0.42
sequential cells by signal, indices dropped and copies added, names as in the netlist:
signal and cells:
parity_bit 1, data_to_send 7, current_state 6, bit_counter 3
serial_out 1
layout by cell type (no fill, tap or decap), drive strengths merged, types with 2 or more instances in the layout:
cell | netlist | layout
dfrtp | 16 | 16
clkdlybuf4s50 | 0 | 10
mux2 | 7 | 7
xnor2 | 5 | 5
clkbuf | 0 | 4
o21ai | 4 | 4
nand2 | 3 | 3
nor2 | 3 | 3
nand3 | 3 | 3
inv | 2 | 2
a21o | 2 | 2
nand2b | 2 | 2
ha | 2 | 2
dfstp | 2 | 2
layer usage:
layer  vias up  global-route usage  wire, µm
met1       265             0.04219       766
met4         0            0.003356        10
li1        260                   -         -
met5         -                   0         0
met2        12             0.04924       664
met3         2             0.02063       145
cell type report:
cell class,instances,area [µm²]
flip-flops and latches,18,452.9
clock buffers,4,55.05
well taps,75,93.84
multi-input cells,45,376.6
inverters,2,7.507
fillers,648,4835
repair buffers,10,100.1
path summary, 6_finish.rpt:
path                                               end  slack, ns  cells past startpoint
hold / removal              current_state[2]$_DFF_PN0_       0.45                      1
setup / recovery           data_to_send[6]$_DFFE_PN0P_       1.25                      4
max in group asynchronous   bit_counter[2]$_DFFE_PN0P_       2.09                      1
setup reg to reg            bit_counter[2]$_DFFE_PN0P_       1.66                      5
min in group asynchronous   current_state[5]$_DFF_PN0_       0.91                      1
hold reg to reg             current_state[2]$_DFF_PN0_       0.45                      1
Power is estimated from default activity; no workload was simulated.
